$ cat config.mk
export PLATFORM = sky130hd
export DESIGN_NAME = cla_32bit
export DESIGN_NICKNAME = cla_32bit
export VERILOG_FILES = /design/flow/design.v
export SDC_FILE = /design/flow/constraint.sdc
export NUM_CORES = 4
export LEC_CHECK = 1
export CORE_AREA = 10 10 92 92
export DIE_AREA = 0 0 102 102
$ cat constraint.sdc
current_design cla_32bit

set clk_period 25.0
set clk_io_pct 0.2

create_clock -name clk0 -period $clk_period

set non_clock_inputs [all_inputs -no_clocks]
set_input_delay [expr $clk_period * $clk_io_pct] -clock clk0 $non_clock_inputs
set_output_delay [expr $clk_period * $clk_io_pct] -clock clk0 [all_outputs]
$ cat design.v
module cla_16bit(
    input   [15:0]  a,
    input   [15:0]  b,
    input			cin,
    output  [15:0]  sum,
    output			cout
);
wire    c_wire;
cla_8bit u_cla_8bit_1(
    .a      (a[7:0]),
    .b      (b[7:0]),
    .cin    (cin),
    .sum    (sum[7:0]),
    .cout   (c_wire)
);
cla_8bit u_cla_8bit_2(
    .a      (a[15:8]),
    .b      (b[15:8]),
    .cin    (c_wire),
    .sum    (sum[15:8]),
    .cout   (cout)
);
endmodule
module cla_32bit(
    input   [31:0]  a,
    input   [31:0]  b,
    input           cin,
    output  [31:0]  sum,
    output          cout
);
wire    c_wire;
cla_16bit u_cla_16bit_1(
    .a      (a[15:0]),
    .b      (b[15:0]),
    .cin    (cin),
    .sum    (sum[15:0]),
    .cout   (c_wire)
);
cla_16bit u_cla_16bit_2(
    .a      (a[31:16]),
    .b      (b[31:16]),
    .cin    (c_wire),
    .sum    (sum[31:16]),
    .cout   (cout)
);
endmodule
module cla_4bit(
	input	[3:0]	a,
	input	[3:0]	b,
	input			cin,
	output	[3:0]	sum,
	output			cout
);
wire	[3:0]	cout_w;
wire	[3:0]	p;	 
wire	[3:0]	g;	 
assign cout_w[0] = g[0] | (p[0] & cin);
assign cout_w[1] = g[1] | (p[1] & cout_w[0]);
assign cout_w[2] = g[2] | (p[2] & cout_w[1]);
assign cout_w[3] = g[3] | (p[3] & cout_w[2]);
assign cout = cout_w[3];
pfa u_pfa_0(
	.a	(a[0]),
	.b	(b[0]),
	.c	(cin),
	.s	(sum[0]),
	.g	(g[0]),
	.p	(p[0])
);
pfa u_pfa_1(
	.a	(a[1]),
	.b	(b[1]),
	.c	(cout_w[0]),
	.s	(sum[1]),
	.g	(g[1]),
	.p	(p[1])
);
pfa u_pfa_2(
	.a	(a[2]),
	.b	(b[2]),
	.c	(cout_w[1]),
	.s	(sum[2]),
	.g	(g[2]),
	.p	(p[2])
);
pfa u_pfa_3(
	.a	(a[3]),
	.b	(b[3]),
	.c	(cout_w[2]),
	.s	(sum[3]),
	.g	(g[3]),
	.p	(p[3])
);
endmodule
module cla_8bit(
	input	[7:0]	a,
	input	[7:0]	b,
	input			cin,
	output	[7:0]	sum,
	output			cout
);
wire	c_wire;
cla_4bit u_cla_4bit_1(
	.a		(a[3:0]),
	.b		(b[3:0]),
	.cin	(cin),
	.sum	(sum[3:0]),
	.cout	(c_wire)
);
cla_4bit u_cla_4bit_2(
	.a		(a[7:4]),
	.b		(b[7:4]),
	.cin	(c_wire),
	.sum	(sum[7:4]),
	.cout	(cout)
);
endmodule
module pfa(
	input	a,
	input	b,
	input	c,	 
	output	s,	 
	output	g,	 
	output	p	 
);
assign p = a ^ b;
assign g = a & b;
assign s = a ^ b ^ c;
endmodule
$ cat run.sh
#!/bin/bash
# OpenROAD 26Q1-2900-gdf79404cd8, Yosys 0.63+post, stock flow scripts
make -C /OpenROAD-flow-scripts/flow DESIGN_CONFIG=/design/flow/config.mk WORK_HOME=/design/flow/orfs finish
==> results.sh <==
# physical design summary
export IMPL_cts_resized=0
export IMPL_routed_via_density=3.33
export IMPL_antennaDiodeCount=0
export IMPL_yosysTopAreaCell="fa_1"
export IMPL_ir_worst_vdd_uv=8.81
export IMPL_ant_nets=0
export IMPL_place_gp_congestion=0.703
export IMPL_setup_violations=0
export IMPL_wl_met3_um=992
export IMPL_syn_inst=74
export IMPL_flop_count=0
export IMPL_top_level_ports=98
export IMPL_topCellsByArea="fa_1, buf_4, inv_1"
export IMPL_dr_pass1_iters=2
export IMPL_hold_violations=0
export IMPL_wl_per_cell_um=13.9
export IMPL_postCtsSetupRepairBufs=0
export IMPL_grt_usage_pct=5.64
export IMPL_grt_max_degree=2
export IMPL_worstMarginPinSlew_ps=121
export IMPL_met2_length_um=1020
export IMPL_final_max_slew_viol_count=0
export IMPL_maxCapViolCount=0
export IMPL_drt_wl_total_um=3010
export IMPL_critical_path_required_ps=20000
export IMPL_startpoint_type="input pin"
export IMPL_finalInstanceArea_sq_um=1760
export IMPL_hpwl_um=3000
export IMPL_dieWidth_um=102
export IMPL_yosys_cells=74
export IMPL_dr_max_layer_used="met3"
export IMPL_top_area_share_pct=69.8
export IMPL_worstPathArrival_ps=18570
export IMPL_ctsHoldBuffers=0
export IMPL_cp_top_family="adder cells"
export IMPL_ys_types=3
export IMPL_yosys_area_sq_um=918
export IMPL_netlist_top_cells_count="buf_4, fa_1, inv_1"
export IMPL_synth_area_sq_um=918
export IMPL_wl_met1_um=999
export IMPL_dpl_instance_area_sq_um=1760
export IMPL_grt_pass1_vias=879
export IMPL_p_per_area_nw_per_um2=24.2
export IMPL_initial_core_util_pct=14.2
export IMPL_core_sq_um=6460
export IMPL_yosysSeqAreaShare_pct=0
export IMPL_drc_errors=0
export IMPL_power_leakage_nw=0.670
export IMPL_grt_pass1_wl_um=4570
export IMPL_crit_path_frequent_cell="fa_1"
export IMPL_outcome="complete, no violations"
export IMPL_min_period_ps=23570
export IMPL_portBuffers=98
export IMPL_synth_area_per_cell_sq_um=12.4
export IMPL_final_cell_count_no_fill=217
export IMPL_vias=722
export IMPL_nClkBuffers=0
export IMPL_drt_iter0_markers=1
export IMPL_slew_headroom_pct=91.9
export IMPL_grt_setup_unrepaired="no"
export IMPL_final_layout_size_suffix_gt1_share_pct=0
export IMPL_end_kind="primary output"
export IMPL_min_period_over_period_pct=94.3
export IMPL_worstSetupPathType="in2out"
export IMPL_fillers=685
export IMPL_crit_fanout=1
export IMPL_critPathSlowestCell="clkdlybuf4s50_1"
export IMPL_gr_total_overflow=0
export IMPL_syn_to_final_growth_pct=91.1
export IMPL_setup_tns_ps=0
export IMPL_regArea_sq_um=0
export IMPL_fmax_mhz=42.4
export IMPL_warning_count=32
export IMPL_rows=29
export IMPL_cpPeakStageDelay_ps=470
export IMPL_hold_path_class="in2out"
export IMPL_ys_warn_count=0
export IMPL_place_inst=217
export IMPL_grt_antenna_before_repair=0
export IMPL_utilization_pct=27.2
export IMPL_cp_buffers_inverters=6
export IMPL_holdCritStartpoint="cin"
export IMPL_die_h_um=102
export IMPL_critPathLaunch="a[0]"
export IMPL_die_area_sq_um=10400
==> worst min-delay path, stage by stage <==
cell and delay, ps:
clkdlybuf4s50_1 400, inv_1 60, fa_1 150, inv_1 40, clkdlybuf4s50_1 390
==> kinds of logic (layout without fill, tap and decap cells) <==
group / count (synthesis) / after routing / synth area share [%]
adder cells (fa/ha/maj): 32 / 32 / 69.8
buffers and inverters: 42 / 108 / 30.2
==> final cells by class <==
| class | count | area (sq um) | share of cell area, % |
|---|---|---|---|
| Timing Repair Buffer | 98 | 981 | 55.9 |
| Multi-Input combinational cell | 32 | 641 | 36.5 |
| Tap cell | 77 | 96.3 | 5.49 |
| Inverter | 10 | 37.5 | 2.14 |
==> path summary, 6_finish.rpt <==
check                 end  slack [ps]  depth (start not counted)
hold / removal     sum[0]       11030                          5
setup / recovery  sum[31]        1430                         38
==> per-stage QoR <==
step	setup slack, ps	total power, W	hold slack, ps
2_1_floorplan	2790	0.0000209	10220
3_3_place_gp	1360	0.0000440	11040
3_5_place_dp	1340	0.0000441	11050
4_1_cts	1320	0.0000443	11050
5_1_grt	872	0.0000490	11100
6_report	1430	0.0000425	11030
==> layer usage <==
metal / vias up / GRT usage (%)
li1: 312 / -
met1: 322 / 6.11
met2: 88 / 7.31
met3: 0 / 6.95
met4: 0 / 0
met5: - / 0
==> power by group <==
part           total (W)  leakage, nW  internal [W]  switching (W)
sequential             0            0             0              0
clock                  0            0             0              0
combinational  0.0000425        0.670     0.0000316      0.0000110
==> cells in the final DEF (no fill, tap or decap), drive strengths merged <==
cell type and count:
inv 10, fa 32, clkdlybuf4s50 98
Power figures rest on the tool's default switching activity, not on a simulated workload.
