$ cat design/flow/design.v
module full_adder(
	input	a,
	input	b,
	input	c,
	output	out,
	output	cout
);
wire	sum_w;
wire	co_w1;
wire	co_w2;
assign cout = co_w1 | co_w2;
half_adder u_half_adder_1(
	.a(a),
	.b(b),
	.sum(sum_w),
	.co(co_w1)
);
half_adder u_half_adder_2(
	.a(sum_w),
	.b(c),
	.sum(out),
	.co(co_w2)
);
endmodule
module half_adder(
	input	a,
	input	b,
	output	sum,
	output	co
);
xor(sum, a, b);
and(co, a, b);
endmodule
module r_adder_2bit(
	input	[1:0]	a,
	input	[1:0]	b,
	input		c,
	output	[1:0]	out,
	output		cout
);
wire	co_w;
full_adder u_full_adder_1(
	.a	(a[0]),
	.b	(b[0]),
	.c	(c),
	.out	(out[0]),
	.cout	(co_w)
);
full_adder u_full_adder_2(
	.a	(a[1]),
	.b	(b[1]),
	.c	(co_w),
	.out	(out[1]),
	.cout	(cout)
);
endmodule
module r_adder_4bit(
	input	[3:0]	a,
	input	[3:0]	b,
	input		cin,	 
	output	[3:0]	out,
	output		cout	 
);
wire	co_w;
r_adder_2bit u_adder_2bit_1(
	.a	(a[1:0]),
	.b	(b[1:0]),
	.c	(cin),
	.out	(out[1:0]),
	.cout	(co_w)
);
r_adder_2bit u_adder_2bit_2(
	.a	(a[3:2]),
	.b	(b[3:2]),
	.c	(co_w),
	.out	(out[3:2]),
	.cout	(cout)
);
endmodule
$ cat design/flow/run.sh
#!/bin/bash
# OpenROAD 26Q1-2900-gdf79404cd8, Yosys 0.63+post, stock flow scripts
make -C /OpenROAD-flow-scripts/flow DESIGN_CONFIG=/design/flow/config.mk WORK_HOME=/design/flow/orfs finish
$ cat design/flow/config.mk
export PLATFORM = sky130hd
export DESIGN_NAME = r_adder_4bit
export DESIGN_NICKNAME = r_adder_4bit
export VERILOG_FILES = /design/flow/design.v
export SDC_FILE = /design/flow/constraint.sdc
export NUM_CORES = 4
export LEC_CHECK = 1
export CORE_AREA = 10 10 70 70
export DIE_AREA = 0 0 80 80
$ cat design/flow/constraint.sdc
current_design r_adder_4bit

set clk_period 3.0
set clk_io_pct 0.2

create_clock -name clk0 -period $clk_period

set non_clock_inputs [all_inputs -no_clocks]
set_input_delay [expr $clk_period * $clk_io_pct] -clock clk0 $non_clock_inputs
set_output_delay [expr $clk_period * $clk_io_pct] -clock clk0 [all_outputs]
==> Implementation_results.wiki <==
== Metrics ==
{| class="wikitable"
! Metric !! Value
|-
| Synth top area cells || sky130_fd_sc_hd__fa_1 54%, sky130_fd_sc_hd__inv_1 25%, sky130_fd_sc_hd__buf_4 20%
|-
| Sum of routed wire length over all layers || 429 µm
|-
| Initial core utilization || between 4 and 5%
|-
| Largest net degree at the start of global routing || 2
|-
| Average detailed-routed wire length per instance || 5.80 µm
|-
| Library cell occupying the most area in the post-synthesis netlist || sky130_fd_sc_hd__fa_1
|-
| Yosys-reported design area after synthesis || 148 µm²
|-
| Share of layout cells above drive strength 1 || 50.0%
|-
| Row Count || 21
|-
| Final critical-path required period || 2.90 ns
|-
| Areal power density over the cells || 141 nW/µm²
|-
| Required time of the critical path || 2.40 ns
|-
| Total GRT Usage || 1.37%
|-
| Share of synthesized area occupied by flip-flops and latches || 0%
|-
| Number of buffers inserted for hold repair after clock tree synthesis || 0
|-
| Critical path class || primary input to primary output
|-
| Die width || 80 µm
|-
| Signed area change from the synthesized netlist to the final layout || 106%
|-
| Aggregate negative setup slack || 0 ns
|-
| Count of nets left with antenna violations after detail routing || 0
|-
| I/O pin count || 14
|-
| Total of fill cells in the finished design || 409
|-
| Final estimated routing congestion in global placement || 0.784
|-
| Setup Viol. Count Final || 0
|-
| Status || finished clean
|-
| Area fraction in mux cells || 0%
|-
| Data arrival time of the critical path || 2.30 ns
|-
| Violation tally from detailed-route iteration zero || 0
|-
| First-pass GRT wire length || 696 µm
|-
| Post-layout period usage || 96.5%
|-
| Critical-path maximum fanout || 1
|-
| Count of buffers from port buffering || 14
|-
| Comb area leader || adder cells
|-
| Gate Count Post-Synth || 18
|-
| GR Overflow Total || 0
|-
| Number of clock buffer instances in the layout || 0
|-
| Number of distinct standard cells referenced by the synthesized netlist || 3
|-
| Number of warning messages in the yosys log || 0
|-
| Remaining design rule violation count || 0
|-
| Compound-Gate Fraction of Synth Area || 0%
|-
| Worst rel slew slack || 93.3%
|-
| LEAKAGE || ~0.14 nW
|-
| First-pass detailed-route iteration total || 1
|-
| Cell count listed in synth_stat.txt || 18
|-
| Post-Route Hold Slack || ~2 ns
|-
| Simple-gate portion of the synthesized area || 0%
|-
| Slew Viols, Final || 0
|-
| Antenna diode count || 0
|-
| Vias in the first global route || between 150 and 200
|-
| Power consumption || 0.0000429 W
|-
| Achievable frequency || 345 MHz
|-
| Worst IR Drop VDD || 0.0000329 V
|-
| OpenROAD warning count || 32
|-
| Post-synthesis adder-cell area fraction || 54.2%
|-
| Ratio of routed vias to standard cells || 1.86
|-
| Hold Path Class || primary input to primary output
|-
| Post-synth top cells || 10 x sky130_fd_sc_hd__inv_1, 4 x sky130_fd_sc_hd__buf_4, 4 x sky130_fd_sc_hd__fa_1
|-
| Mean Syn Cell Area || 8.20 µm²
|-
| FF+latch area || 0 µm²
|-
| Antenna violations before repair || 0
|-
| HPWL after detailed placement || 439 µm
|-
| Core ar. || roughly 3400 µm²
|-
| Hold violation total from the final report || 0
|-
| Worst Setup End Kind || primary output
|-
| Flip-flops || 0
|-
| Die Outline Area || 6400 µm²
|-
| Most common cell in the netlist || sky130_fd_sc_hd__inv_1
|-
| Height of the chip || 80 µm
|-
| Synth Area in XOR/XNOR || 0%
|-
| Unrepaired setup endpoints after global routing || no
|-
| Type of origin of the critical path || primary input
|-
| Combined area of all synthesized cells || 148 µm²
|-
| Transition time at the pin with the least slew margin || around 0.1 ns
|-
| Vias || 138
|-
| Maximum Capacitance Violations || 0
|-
| Area share of the largest cell type after synthesis || 54.2%
|}
-- cell families (layout without fill, tap and decap cells) --
logic type | after synthesis | after routing
buffers and inverters | 14 | 24
adder cells (fa/ha/maj) | 4 | 4
-- critical path, cell delays in order --
cell	delay, ns
sky130_fd_sc_hd__buf_2	0.10
sky130_fd_sc_hd__inv_2	0.05
sky130_fd_sc_hd__fa_2	0.19
sky130_fd_sc_hd__inv_2	0.04
sky130_fd_sc_hd__fa_2	0.35
sky130_fd_sc_hd__fa_2	0.35
sky130_fd_sc_hd__inv_2	0.06
sky130_fd_sc_hd__fa_2	0.42
sky130_fd_sc_hd__inv_1	0.06
sky130_fd_sc_hd__buf_2	0.08
-- routing by layer --
layer	share of wire, %	track usage [%]
met3	21	0.795
met4	0	0
met5	0	0
met2	25	1.69
met1	54	2.08
-- final timing paths --
kind	end	from	cells after the start	slack, ns
max	out[3]	a[0]	10	0.10
min	out[0]	b[0]	5	1.96
-- through the flow --
| step | util [%] | setup slack (ns) | instances | area (µm²) |
|---|---|---|---|---|
| final | 8.90 | 0.104 | 74 | 304 |
| after floorplan | - | 0.223 | 18 | 148 |
| after detailed placement | 9.23 | -0.693 | 74 | 315 |
| after CTS | 8.83 | 0.00355 | 74 | 302 |
| after global placement | 9.23 | -0.663 | 74 | 315 |
| after global routing | 8.90 | 0.00230 | 74 | 304 |
-- cells in the final DEF (no fill, tap or decap) --
cell type and count:
sky130_fd_sc_hd__clkdlybuf4s50_1 6, sky130_fd_sc_hd__dlymetal6s2s_1 1, sky130_fd_sc_hd__dlygate4sd2_1 3, sky130_fd_sc_hd__fa_2 4
sky130_fd_sc_hd__inv_2 6, sky130_fd_sc_hd__buf_2 4, sky130_fd_sc_hd__inv_1 4
-- timing repair --
item	4_1_cts	5_1_grt
endpoints found under the setup margin	4	1
pin swaps	4	2
setup buffers	0	0
gates resized	28	1
-- where the power goes --
group | switching [W] | leakage (nW) | internal [W]
logic | 0.0000147 | 0.141 | 0.0000282
registers | 0 | 0 | 0
clock network | 0 | 0 | 0
-- layout make-up --
cell class | instances | area [µm²] | area share (%)
repair buffers | 14 | 119 | 39.1
multi-input cells | 4 | 90.1 | 29.6
well taps | 46 | 57.6 | 18.9
inverters | 10 | 37.5 | 12.3
Power is estimated from default activity; no workload was simulated.
