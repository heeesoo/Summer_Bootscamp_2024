## flow/design.v

```verilog
module sub_16bit(
	input	[15:0]	a,
	input	[15:0]	b,
	output	[15:0]	sub
);
assign sub = a + (~b + 16'h0001);
endmodule
```

## flow/run.sh

```bash
#!/bin/bash
# OpenROAD 26Q1-2900-gdf79404cd8, Yosys 0.63+post, stock flow scripts
make -C /OpenROAD-flow-scripts/flow DESIGN_CONFIG=/design/flow/config.mk WORK_HOME=/design/flow/orfs finish
```

## flow/config.mk

```make
export PLATFORM = sky130hd
export DESIGN_NAME = sub_16bit
export DESIGN_NICKNAME = sub_16bit
export VERILOG_FILES = /design/flow/design.v
export SDC_FILE = /design/flow/constraint.sdc
export NUM_CORES = 4
export LEC_CHECK = 1
export CORE_AREA = 10 10 70 70
export DIE_AREA = 0 0 80 80
```

## flow/constraint.sdc

```tcl
current_design sub_16bit

set clk_period 14.1
set clk_io_pct 0.2

create_clock -name clk0 -period $clk_period

set non_clock_inputs [all_inputs -no_clocks]
set_input_delay [expr $clk_period * $clk_io_pct] -clock clk0 $non_clock_inputs
set_output_delay [expr $clk_period * $clk_io_pct] -clock clk0 [all_outputs]
```

==> results.yml <==
# physical design summary
timing:
  rsz0062_at_grt: "no"
  fin_crit_sh_pct: 58.7
  worst_pin_slew_ps: 319
  fmax_ghz: 0.121
  maxSlewViolCount: 0
  finalCriticalPeriod_ps: 8270
  relSlewSlack_pct: 78.8
  final.setup.tns_ps: 0
  finalHoldViolCount: 0
  setup_violations: 0
place:
  gp_congestion: 0.866
  place_hpwl_mm: 2.33
  place_inst: 222
  io_buffers: 48
clocking:
  post_cts_buffers: 0
  cts-resized-gates: 0
  holdBufCountCts: 0
final_layout:
  syn2layout_area_growth_pct: 62.1
  nClkBuffers: 0
  seq_area_sq_um: 0
  final_cells: 222
  drive_gt1_share_pct: 1.14
  seq_cells: 0
  nFillCells: 365
setup_path:
  critPathArrivalTime_ps: 5450
  startpoint_type: "input pin"
  criticalPathCategory: "input pin to output pin"
  cp-end-kind: "output pin"
  crit_required_ps: 11280
  path_max_fanout: 4
grt:
  grt_max_degree: 10
  grt_antenna_before_repair: 0
  grt_pass1_vias: 988
  grt_overflow_total: 0
  grt_pass1_wl_mm: 4.30
  gr-usage-all-layers_pct: 7.69
routing:
  wl_per_cell_um: 11.6
  routed-via-count: 1013
  routed_via_density: 4.56
  drt_iter0_markers: 18
  ant_nets: 0
  n_antenna_cell: 0
  wl_mm: 2.57
  drc: 0
  dr.pass1.iters: 2
synthesis:
  aoi_share_pct: 29.1
  ys_top_logic_family: "AND-OR/OR-AND gates"
  avgSynthCellArea_sq_um: 6.55
  ys_warn_count: 0
  synth_area_sq_um: 852
  muxShareOfSynthArea_pct: 0
  synth_chip_area_sq_um: 852
  synthAdderAreaFrac_pct: 24.4
  xor_share_pct: 12.3
  ys_seq_share_pct: 0
  syn_inst: 130
  topCellsByArea: "ha_1 (22%), xnor2_1 (9.3%), inv_1 (8.8%), a21oi_1 (7.6%), nand2_1 (4.8%)"
  ys_cells: 130
  synthSimpleGateAreaFrac_pct: 24.4
  synth_cell_types: 31
  yosysTopAreaCell: "ha_1"
  synth_top_area_share_pct: 22.0
power:
  power_mw: 0.0637
  p_leak_nw: 0.625
  ir_worst_vdd_mv: 0.0152
  power.density_mw_per_mm2: 46.1
job:
  warnings: 32
  cap_violations: 0
floorplan:
  ios: 48
  die_h_um: 80
  rows: 21
  fp-utilization_pct: 24.9
  die_w_um: 80
  fp.dieArea_sq_mm: 0.00640
  core-area_sq_mm: 0.00342
outcome:
  status: "finished, final reports clean"
hold_path:
  hp-class: "input pin to output pin"
through the flow:
stage / util [%] / hold WS, ps / setup slack, ps / area (sq um)
floorplan: - / 5750 / 7040 / 852
global placement: 40.4 / 6650 / 5820 / 1380
detailed placement: 40.4 / 6650 / 5780 / 1380
CTS: 40.4 / 6660 / 5780 / 1380
global route: 40.4 / 6690 / 5590 / 1380
finish: 40.4 / 6650 / 5830 / 1380
worst max-delay path, cell delays in order:
cell and delay, ps:
clkdlybuf4s50_1 450, inv_1 40, ha_1 200, fa_1 430, nor2b_4 130, o2111ai_1 140, a21oi_1 300, nor2_1 110
o311ai_1 300, clkdlybuf4s50_1 530
cell families (layout without fill, tap and decap cells):
group	Yosys count	count (layout)
xor gates and xnor gates	12	12
adders and majority gates	16	16
AOI/OAI and AO/OA	39	39
buffers and inverters	22	68
and+or+nand+nor	41	41
final timing paths:
check                 from       to  slack, ps  depth (start not counted)
worst min-delay path  b[0]   sub[0]       6650                          4
worst max-delay path  a[0]  sub[12]       5830                         10
Yosys cell counts (all sizes together):
cell and number:
fa 1, nand3 5, nor2b 1, nand4 1
nor3 4, o21ai 6, clkbuf 1, nor4 1
ha 15, nand2b 6, and3 1, nor2 8
inv 20, or4 2, o21a 3, o311ai 1
xor2 3, o2111ai 2, or3 1, a21o 4
nand2 11, buf 1, xnor2 9, a31oi 3
a21oi 14, a2bb2oi 1, a21boi 1, o211ai 2
a211oi 2
report_power, final:
part / internal [mW] / switching (mW)
Clock: 0 / 0
Sequential: 0 / 0
Combinational: 0.0394 / 0.0243
final cells by class:
| class | instances | area (sq um) | share of cell area, % |
|---|---|---|---|
| Inverter | 20 | 75.1 | 5.43 |
| Timing Repair Buffer | 48 | 480 | 34.8 |
| Multi-Input combinational cell | 108 | 768 | 55.6 |
| Tap cell | 46 | 57.6 | 4.17 |
metal layers:
layer / GRT usage, % / vias up / share of wire, % / wire length, um
met3: 1.36 / 0 / 5.7 / 147
met2: 13.0 / 20 / 45 / 1170
met5: 0 / - / 0 / 0
met1: 10.5 / 438 / 49 / 1260
li1: - / 555 / - / -
met4: 0 / 0 / 0 / 0
cell usage in the layout (no fill, tap or decap):
cell type and instances:
a211oi_1 2, a21boi_1 1, a21o_1 4, a21oi_1 13, a21oi_2 1, a2bb2oi_1 1, a31oi_1 3, and3_1 1
clkdlybuf4s50_1 48, fa_1 1, ha_1 15, inv_1 20, nand2_1 11, nand2b_1 6, nand3_1 5, nand4_1 1
nor2_1 8, nor2b_4 1, nor3_1 4, nor4_1 1, o2111ai_1 2, o211ai_1 2, o21a_1 3, o21ai_0 3
o21ai_1 3, o311ai_1 1, or3_1 1, or4_1 2, xnor2_1 9, xor2_1 3
Power and IR drop assume default switching activity.
